--- ./config.mk ---
export PLATFORM = sky130hd
export DESIGN_NAME = top
export DESIGN_NICKNAME = top
export VERILOG_FILES = /design/flow/design.v
export SDC_FILE = /design/flow/constraint.sdc
export NUM_CORES = 4
export LEC_CHECK = 1
export CORE_UTILIZATION = 30
export SYNTH_HDL_FRONTEND = slang
--- ./constraint.sdc ---
current_design top

set clk_period 2.3
set clk_io_pct 0.2

create_clock -name clk0 -period $clk_period [get_ports {clk}]

set non_clock_inputs [all_inputs -no_clocks]
set_input_delay [expr $clk_period * $clk_io_pct] -clock clk0 $non_clock_inputs
set_output_delay [expr $clk_period * $clk_io_pct] -clock clk0 [all_outputs]
--- ./design.v ---
`timescale 1ns / 1ps
module top(
    input clk,
    input nrst,
    input [3:0] dip,
    output [7:0] led,
    input rx
    );
  wire [7:0] data;
  wire [2:0] tail_addr;
  wire data_rcvd;
  uart_rxbuffer U0(
    .clk(clk),
    .nrst(nrst),
    .en(1'b1),
    .rx(rx),
    .addr(dip[2:0]),
    .data(data),
    .tail_addr(tail_addr),
    .data_rcvd(data_rcvd)
    );
  assign led = (dip[3])? {5'd0,tail_addr} : data;
endmodule
`timescale 1ns / 1ps
module uart_rxbuffer(
    input clk,
    input nrst,
    input en,
    input rx,
    input [2:0] addr,
    output reg [7:0] data,
    output reg [2:0] tail_addr,
    output data_rcvd
    );
  reg [7:0] rxsr;
  reg [7:0] rf[0:7];
  always@(*)
    data <= rf[addr];
  reg rf_wr;
  always@(posedge clk)
    if (rf_wr)
      rf[tail_addr] <= rxsr;
  parameter BAUD_PER = 10416;  
  reg [13:0] baud_ctr;
  reg baud_ctr_en;
  always@(posedge clk)
    if (baud_ctr < BAUD_PER) begin
      baud_ctr <= baud_ctr + 1;
      baud_ctr_en <= 0;
    end
    else begin
      baud_ctr <= 0;
      baud_ctr_en <= 1'b1;
    end
  wire en_sample;
  assign en_sample = baud_ctr_en & en;
  reg [2:0] state;
  parameter S_IDLE    = 3'd0;
  parameter S_SAMPLE  = 3'd1;
  parameter S_RXSTOP  = 3'd2;
  reg [2:0] sample_ctr;
  always@(posedge clk)
  if (!nrst)
    state <= S_IDLE;
  else
    if (en_sample)
      case(state)
        S_IDLE:
          if (rx == 0)
            state <= S_SAMPLE;
          else
            state <= S_IDLE;
        S_SAMPLE:
          if (sample_ctr == 3'd7)
            state <= S_RXSTOP;
          else
            state <= S_SAMPLE;
        S_RXSTOP:
          state <= S_IDLE;
        default:
          state <= S_IDLE;
      endcase
  always@(posedge clk)
  if (!nrst)
    sample_ctr <= 0;
  else
    if (en_sample)
      case(state)
        S_SAMPLE:
          sample_ctr <= sample_ctr + 1;
      endcase
  always@(posedge clk)
  if (!nrst)
    rxsr <= 0;
  else
    if (en_sample)
      case(state)  
        S_SAMPLE:
          rxsr <= {rx, rxsr[7:1]};         
      endcase
  always@(*)
    case(state)
      S_RXSTOP:
        rf_wr <= 1'b1;
      default:
        rf_wr <= 0;
    endcase
  assign data_rcvd = rf_wr;
  always@(posedge clk)
    if (!nrst)
      tail_addr <= 0;
    else
      if ((en_sample) && (state == S_RXSTOP))
        tail_addr <= tail_addr + 1;
endmodule
--- ./run.sh ---
#!/bin/bash
# OpenROAD 26Q1-2900-gdf79404cd8, Yosys 0.63+post, stock flow scripts
make -C /OpenROAD-flow-scripts/flow DESIGN_CONFIG=/design/flow/config.mk WORK_HOME=/design/flow/orfs finish
==> results.ini <==
[status]
status=finished clean

[sta]
finalSetupViolCount=0
hold_slack_ps=466
slew_violations=0
final.min_clock_period_ps=2230
relSlewSlack=0.602
hold_violations=0
period_used_share=0.971
finClkSkew_ps=7.83
worst_slew_pin_slew_ps=597
clock.fmax_mhz=448

[cts]
path_clk_slew_ps=60
htreeDepth=3
cts_inserted_buffers=9
tritoncts=built
clockBufferDepth=2
clock_sink_count=96
root_buffer=clkbuf_16
clkLatencyLatePin_ps=340

[synth]
synth_cell_types=32
synth_chip_area_sq_um=3800
edf_count=64
flop_cell=edfxtp_1
yosys.area.top_type=edfxtp_1
ys_seq_elements=96
ys_seq_frac=0.674
syn_inst=259
yosys_warnings=0
yosys_cells=259
synthTopCellsByCount=64 x edfxtp_1, 34 x nand2_1, 32 x dfxtp_1
most_common_cell=edfxtp_1
yosysTopAreaCellShare=0.505
synth_area_per_cell_sq_um=14.7
yosys-top-cells-area=edfxtp_1 51%, dfxtp_1 17%, mux4_2 9.5%
synth-async-reset-ratio=0
syn-cell-area_sq_um=3800

[detailed_routing]
detailroute.via_count=2140
wl_per_cell_microns=14.5
drt-vias-per-instance=4.58
firstDrtPassIters=4
diodes=0
drc=0
finalWirelength_microns=6760
drtAntennaViolNets=0
drt-initial-drc-count=111

[worst_hold_path]
holdCritPathClass=reg2reg
hold_end=U0.baud_ctr[0]
worstHoldStart=U0.baud_ctr[0]
whs_path_depth=1

[die]
row_count=40
dieHeight_microns=115
die-area_sq_um=13100
core_area_sq_um=12200
pin_count=15
die_width_microns=115
fp_util=0.313

[power_and_ir_drop]
p_comb_frac=0.038
p_int_mw=2.77
irDropWorstVdd_v=0.000313
p_switching_mw=0.712
clockPowerShare=0.440
design_power_total_mw=3.48
p_sw_frac=0.205
power_leakage_nw=1.71
p_seq_frac=0.522
power_density_nw_per_um2=747

[setup_path]
crit_chain=buf_12 > buf_16 > mux4_2 > mux2i_1 > nor2_1 > clkdlybuf4s50_1
required_ps=1840
critPathCaptureType=output pin
r2r-end=U0.baud_ctr[1]
arrival_ps=1770
critPathSlowestCell=mux4_2
path_class=in2out
critPathMaxFanout=7
slowest_delay_ps=500
r2r_slack_ps=690
r2r-start=U0.baud_ctr[4]
reg2regPathDepth=4
startpoint_type=input pin

[global_routing]
grt_pass1_vias=2116
grt_pass1_wl_microns=10700
grt_usage=0.113
grt_max_degree=19
grt_overflow=0
grt_antenna_before_repair=0

[placed_design]
hpwl_microns=4310
port_buffers=14
gp_congestion=0.725
dp_cells=444

[final_layout]
drive_gt1_frac=0.201
syn_to_final_growth_pct=22.6
utilization=0.383
n_fill_cell=1116
stdcell_count=467

[flow_run]
warnings=25
drv_cap=0

layout by cell type (no fill, tap or decap), types with 6 or more instances in the layout:
cell / count
edfxtp_1: 64
nand2_1: 34
dfxtp_1: 32
nor2_1: 24
buf_4: 17
mux4_2: 16
a21boi_0: 12
xor2_1: 9
clkbuf_16: 9
mux2i_1: 8
nand3_1: 8
dlymetal6s2s_1: 6
final cells by class:
cell class | instances | area [sq um] | area share
Timing Repair Buffer | 36 | 405 | 0.0869
Inverter | 2 | 7.51 | 0.00161
Tap cell | 168 | 210 | 0.0451
Clock buffer | 9 | 225 | 0.0483
Multi-Input combinational cell | 149 | 1170 | 0.250
Clock inverter | 7 | 86.3 | 0.0185
Sequential cell | 96 | 2560 | 0.550
logic make-up (layout without fill, tap and decap cells):
kind of cell / after synthesis / after routing / synth area share
AND-OR/OR-AND: 21 / 21 / 0.0418
buffers and inverters: 14 / 54 / 0.0194
multiplexers: 24 / 24 / 0.116
AND/OR/NAND/NOR: 86 / 86 / 0.104
XOR/XNOR: 14 / 14 / 0.0322
adder cells (fa/ha/maj): 4 / 4 / 0.0132
flip-flops: 96 / 96 / 0.674
sequential cells by signal, indices dropped and copies added (netlist names):
| register | flops |
|---|---|
| U0.tail_addr | 3 |
| U0.baud_ctr | 14 |
| U0.rf | 64 |
| U0.sample_ctr | 3 |
| U0.rxsr | 8 |
| U0.state | 3 |
| U0.baud_ctr_en | 1 |
how the worst max path moves through the flow:
stage | start | cells after the start | endpoint
after CTS | dip[0] | 6 | led[1]
after global routing | U0.rf[2][6] | 4 | led[6]
final | dip[0] | 6 | led[6]
critical path, delay by kind of cell:
family,cells,cell delay (ps)
buffers and inverters,3,620
multiplexers,2,640
AND/OR/NAND/NOR,1,50
per-stage QoR:
stage	cell area [sq um]	TNS (ps)	worst slack [ps]
floorplan	3800	0	275
global placement	4240	-3840	-505
detailed placement	4240	-3940	-521
CTS	4610	0	3.82
global route	4660	-4.24	-4.24
finish	4660	0	67.5
power by group through the flow:
stage	combinational [mW]	clock [mW]	sequential, mW
after CTS	0.129	1.56	1.82
after global routing	0.142	1.63	1.82
final	0.133	1.53	1.82
metal layers:
| metal | wire length [microns] | part of all wire | track usage | up-vias |
|---|---|---|---|---|
| met1 | 2970 | 0.44 | 0.150 | 1031 |
| met2 | 3120 | 0.46 | 0.183 | 70 |
| met3 | 587 | 0.087 | 0.0518 | 10 |
| met5 | 0 | 0 | 0 | - |
| met4 | 80 | 0.012 | 0.0113 | 0 |
| li1 | - | - | - | 1029 |
what timing repair did:
item                                    4_1_cts  5_1_grt
pin swaps                                     1        3
resized                                      17        7
endpoints found under the setup margin        8        7
cloned                                        2        0
hold buffers                                  0        0
buffers inserted                              0        5
Power figures rest on the tool's default switching activity, not on a simulated workload.
