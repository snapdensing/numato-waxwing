==> design.v <==
module char_chain #(
  parameter FIFO_DEPTH = 16,
  parameter FIFO_DEPL2 = 4,
  parameter RAM_DEPTH  = 16,
  parameter RAM_DEPL2  = 4,
  parameter ADDR_WID   = 7    
  )(
  input  wire                  clk_i,
  input  wire                  nrst_i,
  input  wire [ADDR_WID-1 : 0] addr_start_i,
  input  wire [ADDR_WID-1 : 0] addr_end_i,
  input  wire                  en_i,
  input  wire                  bypass_i,
  input  wire [7:0]            bypass_data_i,
  output wire                  ready_o,
  input  wire                  uart_ready_i,
  output wire [7:0]            uart_data_o,
  output wire                  uart_en_o,
  output wire [7:0]            dbg_uarttx_o,
  output wire [7:0]            dbg_fifoin_o,
  output wire [7:0]            dbg_addr_start_o,
  output wire [7:0]            dbg_addr_end_o,
  output wire [7:0]            dbg_cyc_saddr_o
  );
  wire fifo_empty, fifo_pop, fifo_full, fifo_push;
  wire [7:0] fifo_data_i, fifo_data_o;
  char_fetch #(
    .DATA_WID  (8),
    .ADDR_WID  (ADDR_WID),
    .RAM_DEPTH (RAM_DEPTH),
    .RAM_DEPL2 (RAM_DEPL2)
    ) FETCH(
    .clk_i         (clk_i),
    .nrst_i        (nrst_i),
    .addr_start_i  (addr_start_i),
    .addr_end_i    (addr_end_i),
    .en_i          (en_i),
    .data_o        (fifo_data_i),
    .queue_o       (fifo_push),
    .fifofull_i    (fifo_full),
    .bypass_i      (bypass_i),
    .bypass_data_i (bypass_data_i),
    .ready_o       (ready_o),
    .dbg_cyc_saddr (dbg_cyc_saddr_o)
    );
  char_fifo #(
    .DATA_WID (8),
    .DEPTH    (FIFO_DEPTH),
    .DEPL2    (FIFO_DEPL2)
    )FIFO(
    .clk      (clk_i),
    .nrst     (nrst_i),
    .push     (fifo_push),
    .pop      (fifo_pop),
    .data_in  (fifo_data_i),
    .data_out (fifo_data_o),
    .full     (fifo_full),
    .empty    (fifo_empty)
    );
  char_tx UART_WRP(
    .clk_i        (clk_i),
    .nrst_i       (nrst_i),
    .fifo_empty_i (fifo_empty),
    .fifo_data_i  (fifo_data_o),
    .fifo_pop_o   (fifo_pop),
    .uart_ready_i (uart_ready_i),
    .uart_data_o  (uart_data_o),
    .uart_en_o    (uart_en_o) 
    );
  reg [7:0] uarttx_en_ctr;
  always@(posedge clk_i)
    if (!nrst_i)
      uarttx_en_ctr <= 0;
    else
      if (uart_en_o)
        uarttx_en_ctr <= uarttx_en_ctr + 1;
      else
        uarttx_en_ctr <= uarttx_en_ctr;
  reg [7:0] fifo_push_ctr;
  always@(posedge clk_i)
    if (!nrst_i)
      fifo_push_ctr <= 0;
    else
      if (uart_en_o)
        fifo_push_ctr <= fifo_push_ctr + 1;
      else
        fifo_push_ctr <= fifo_push_ctr;
  reg [7:0] cap_addr_start;
  always@(posedge clk_i)
    if (!nrst_i)
      cap_addr_start <= 0;
    else
      if (en_i)
        cap_addr_start <= addr_start_i;
      else
        cap_addr_start <= cap_addr_start;
  reg [7:0] cap_addr_end;
  always@(posedge clk_i)
    if (!nrst_i)
      cap_addr_end <= 0;
    else
      if (en_i)
        cap_addr_end <= addr_end_i;
      else
        cap_addr_end <= cap_addr_end;
  assign dbg_uarttx_o = uarttx_en_ctr;
  assign dbg_fifoin_o = fifo_push_ctr;
  assign dbg_addr_start_o = cap_addr_start;
  assign dbg_addr_end_o   = cap_addr_end;
endmodule
module char_fetch #(
  parameter RAM_DEPTH = 16,
  parameter RAM_DEPL2 = 4,
  parameter DATA_WID  = 8,
  parameter ADDR_WID  = 7  
  )(
  input  wire                  clk_i,
  input  wire                  nrst_i,
  input  wire [ADDR_WID-1 : 0] addr_start_i,
  input  wire [ADDR_WID-1 : 0] addr_end_i,
  input  wire                  en_i,
  input  wire                  bypass_i,
  input  wire [DATA_WID-1 : 0] bypass_data_i,
  output reg  [DATA_WID-1 : 0] data_o,
  output reg                   queue_o,
  input  wire                  fifofull_i,
  output wire                  ready_o,
  output wire [7:0]            dbg_cyc_saddr
  );
  reg [ADDR_WID-1 : 0] addr_ctr, addr_end;
  reg [1:0] state;
  parameter S_IDLE   = 0;
  parameter S_ADDR   = 1;
  parameter S_BYPASS = 2;
  always@(posedge clk_i)
    if (!nrst_i)
      state <= S_IDLE;
    else
      case(state)
        S_IDLE:
          if (en_i)
            if (bypass_i)
              state <= S_BYPASS;
            else
              state <= S_ADDR;
          else
            state <= S_IDLE;
        S_ADDR:
          if ((addr_ctr == addr_end) && !fifofull_i)
            state <= S_IDLE;
          else
            state <= S_ADDR;
        S_BYPASS:
          if (!fifofull_i)
            state <= S_IDLE;
          else
            state <= S_BYPASS;
        default:
          state <= S_IDLE;
      endcase
  always@(posedge clk_i)
    if (!nrst_i)
      addr_end <= 0;
    else
      if ((state == S_IDLE) && en_i)
        addr_end <= addr_end_i;
      else
        addr_end <= addr_end;
  always@(posedge clk_i)
    if (!nrst_i)
      addr_ctr <= 0;
    else
      case(state)
        S_IDLE:
          if (en_i)
            addr_ctr <= addr_start_i;
          else
            addr_ctr <= 0;
        S_ADDR:
          if (!fifofull_i)
            addr_ctr <= addr_ctr + 1;
          else
            addr_ctr <= addr_ctr;
        default:
          addr_ctr <= 0;
      endcase
  wire [63:0] char_word;
  char_ram #(
    .WIDTH (64),
    .DEPTH (RAM_DEPTH),
    .DEPL2 (RAM_DEPL2)
    ) CHAR_RAM(
    .clk_i  (clk_i),
    .nrst_i (nrst_i),
    .addr_i (addr_ctr[ADDR_WID-1 : 3]),  
    .data_o (char_word)
    );
  reg [2:0] addr_ctr_sel;
  always@(posedge clk_i)
    if (!nrst_i)
      addr_ctr_sel <= 0;
    else
      addr_ctr_sel <= addr_ctr[2:0];
  reg [DATA_WID-1 : 0] bypass_data;
  always@(posedge clk_i)
    if (!nrst_i)
      bypass_data <= 0;
    else
      if ((state == S_IDLE) && en_i)
        bypass_data <= bypass_data_i;
      else
        bypass_data <= bypass_data;
  reg bypass_sel;  
  always@(posedge clk_i)
    if (!nrst_i)
      bypass_sel <= 0;
    else
      if ((state == S_BYPASS) && !queue_o)
        bypass_sel <= 1'b1;
      else
        bypass_sel <= 0;
  always@(*)
    if ((state == S_BYPASS) || ((state == S_IDLE) && bypass_sel))
      data_o <= bypass_data;
    else
      case(addr_ctr_sel)
        3'd0: data_o <= char_word[63:56];
        3'd1: data_o <= char_word[55:48];
        3'd2: data_o <= char_word[47:40];
        3'd3: data_o <= char_word[39:32];
        3'd4: data_o <= char_word[31:24];
        3'd5: data_o <= char_word[23:16];
        3'd6: data_o <= char_word[15:8];
        3'd7: data_o <= char_word[7:0];
      endcase
  wire queue_1cc;
  assign queue_1cc = ((state == S_ADDR) && !fifofull_i)? 1'b1 : 0;
  always@(posedge clk_i)
    if (!nrst_i)
      queue_o <= 0;
    else
      case(state)
        S_IDLE:
          if (en_i && bypass_i && !fifofull_i)  
            queue_o <= 1'b1;
          else
            queue_o <= 0;
        S_ADDR:
          queue_o <= queue_1cc;                 
        S_BYPASS:
          if (!queue_o && !fifofull_i)          
            queue_o <= 1'b1;
          else
            queue_o <= 0;
        default:
          queue_o <= 0;
      endcase
  assign ready_o = (state == S_IDLE)? 1'b1 : 0;
  reg [7:0] cyc_saddr;
  always@(posedge clk_i)
    if (!nrst_i)
      cyc_saddr <= 0;
    else
      if (state == S_ADDR)
        cyc_saddr <= cyc_saddr + 1;
      else
        cyc_saddr <= cyc_saddr;
  assign dbg_cyc_saddr = cyc_saddr;
endmodule
module char_fifo #(
  parameter DATA_WID = 8,
  parameter DEPTH    = 8,
  parameter DEPL2    = 3
  )(
  input  wire                  clk,
  input  wire                  nrst,
  input  wire                  push,
  input  wire                  pop,
  input  wire [DATA_WID-1 : 0] data_in,
  output reg  [DATA_WID-1 : 0] data_out,
  output reg                   full,
  output reg                   empty
);
  reg                   wr_en;
  reg  [DEPL2-1:0]      rd_addr,wr_addr;
  wire [DATA_WID-1 : 0] rf_out;
  reg [DATA_WID-1 : 0] store [0 : DEPTH-1];
  always@(posedge clk)
    if (wr_en)
      store[wr_addr] <= data_in;
  assign rf_out = store[rd_addr];
  wire [DEPL2-1:0] next_wr_addr, next_rd_addr;
  assign next_wr_addr = wr_addr + 1;
  assign next_rd_addr = rd_addr + 1;
  always@(*)
    if (!full && push)
      wr_en <= 1'b1;
  	else
      wr_en <= 0;
  always@(posedge clk)
    if (!nrst)
      wr_addr <= 0;
  	else
      if (!full && push)
        wr_addr <= next_wr_addr;
  always@(*)
    if (next_wr_addr == rd_addr)
      full <= 1'b1;
  	else
      full <= 0;
  always@(posedge clk)
    if (!nrst)
      rd_addr <= 0;
  	else
      if (!empty && pop)
        rd_addr <= next_rd_addr;
  always@(*)
    if (wr_addr == rd_addr)
      empty <= 1'b1;
  	else
      empty <= 0;
  always@(posedge clk)
    if (!nrst)
      data_out <= 0;
  	else
      if (!empty && pop)
        data_out <= rf_out;
endmodule
module char_ram #(
  parameter WIDTH = 64,
  parameter DEPTH = 16,
  parameter DEPL2 = 4
  )(
  input  wire               clk_i,
  input  wire               nrst_i,
  input  wire [DEPL2-1 : 0] addr_i,
  output reg  [WIDTH-1 : 0] data_o
  );
  reg [WIDTH-1 : 0] store [0 : DEPTH-1];
  always@(posedge clk_i)
    if (!nrst_i)
      data_o <= 0;
    else
      data_o <= store[addr_i];
  initial begin
    $readmemh("printram.mem", store);
  end
endmodule
module char_tx (
  input  wire       clk_i,
  input  wire       nrst_i,
  input  wire       fifo_empty_i,
  input  wire [7:0] fifo_data_i,
  output reg        fifo_pop_o,
  input  wire       uart_ready_i,
  output wire [7:0] uart_data_o,
  output reg        uart_en_o
  );
  reg [1:0] state;
  parameter S_IDLE = 0;
  parameter S_SEND = 1;
  parameter S_WAIT = 2;
  always@(posedge clk_i)
    if (!nrst_i)
      state <= S_IDLE;
    else
      case(state)
        S_IDLE:
          if (!fifo_empty_i)
            state <= S_SEND;
          else
            state <= S_IDLE;
        S_SEND:
          if (uart_ready_i)
            state <= S_WAIT;
          else
            state <= S_SEND;
        S_WAIT:
          if (uart_ready_i)
            state <= S_IDLE;
          else
            state <= S_WAIT;
        default:
          state <= S_IDLE;
      endcase
  always@(*)
    if ((state == S_SEND) && uart_ready_i)
      uart_en_o <= 1'b1;
    else
      uart_en_o <= 0;
  always@(*)
    if ((state == S_IDLE) && !fifo_empty_i)
      fifo_pop_o <= 1'b1;
    else
      fifo_pop_o <= 0;
  assign uart_data_o = fifo_data_i;
endmodule
module driver(
  input  wire clk_i,
  input  wire nrst_i,
  output wire [6:0] addr_start_o,
  output wire [6:0] addr_end_o,
  output reg        en_o,
  output wire       bypass_o,
  output wire [7:0] bypass_data_o,
  input  wire       ready_i
  );
  reg [1:0] state;
  parameter S_RESET = 0;
  parameter S_START = 1;
  parameter S_SINK  = 2;
  always@(posedge clk_i)
    if (!nrst_i)
      state <= S_RESET;
    else
      case(state)
        S_RESET:
          state <= S_START;
        S_START:
          state <= S_SINK;
        S_SINK:
          state <= S_SINK;
        default:
          state <= S_START;
      endcase
  reg [13:0] addr_pair;
  always@(*)
    case(state)
      S_START:
        addr_pair <= {7'd0, 7'd5};
      default:
        addr_pair <= 0; 
    endcase
  assign {addr_start_o, addr_end_o} = addr_pair;
  always@(*)
    case(state)
      S_START:
        en_o <= 1'b1;
      default:
        en_o <= 0;
    endcase
  assign bypass_o = 0;
  assign bypass_data_o = 0;
endmodule
module top_print #(
  parameter BAUD_PER = 10416  
  )(
  input  wire       clk_100MHz,
  input  wire       nrst_i,
  output wire       uarttx_ser_o,
  input  wire [3:0] dbg_sel_i,
  output reg  [7:0] dbg_disp_o
  );
  wire clk_i;
  assign clk_i = clk_100MHz;
  wire [6:0] addr_start, addr_end;
  wire       print_en, print_bypass;
  wire [7:0] print_bypass_data;
  wire       print_ready;
  wire [7:0] uarttx_data;
  wire       uarttx_en, uarttx_ready;
  wire [7:0] dbg_uarttx_o;
  wire [7:0] dbg_fifoin_o;
  wire [7:0] dbg_addr_start_o;
  wire [7:0] dbg_addr_end_o;
  wire [7:0] dbg_cyc_saddr_o;
  driver DRIVER(
    .clk_i         (clk_i),
    .nrst_i        (nrst_i),
    .en_o          (print_en),
    .bypass_o      (print_bypass),
    .bypass_data_o (print_bypass_data),
    .ready_i       (print_ready),
    .addr_start_o  (addr_start),
    .addr_end_o    (addr_end)
    );
  char_chain #(
    .ADDR_WID (7)
    ) PRINT(
    .clk_i         (clk_i),
    .nrst_i        (nrst_i),
    .addr_start_i  (addr_start),
    .addr_end_i    (addr_end),
    .en_i          (print_en),
    .bypass_i      (print_bypass),
    .bypass_data_i (print_bypass_data),
    .ready_o       (print_ready),
    .uart_ready_i  (uarttx_ready),
    .uart_data_o   (uarttx_data),
    .uart_en_o     (uarttx_en),
    .dbg_uarttx_o  (dbg_uarttx_o),
    .dbg_fifoin_o  (dbg_fifoin_o),
    .dbg_addr_start_o (dbg_addr_start_o),
    .dbg_addr_end_o   (dbg_addr_end_o),
    .dbg_cyc_saddr_o  (dbg_cyc_saddr_o)
    );
  uarttx #(
    .BAUD_PER (BAUD_PER)
    ) UARTTX(
    .clk    (clk_i),
    .nrst   (nrst_i),
    .en     (uarttx_en),
    .din    (uarttx_data),
    .tx     (uarttx_ser_o),
    .ready  (uarttx_ready)
    );
  always@(*)
    case(dbg_sel_i)
      4'd0:    dbg_disp_o <= dbg_uarttx_o;
      4'd1:    dbg_disp_o <= dbg_fifoin_o;
      4'd2:    dbg_disp_o <= dbg_addr_start_o;
      4'd3:    dbg_disp_o <= dbg_addr_end_o;
      4'd4:    dbg_disp_o <= dbg_cyc_saddr_o;
      default: dbg_disp_o <= 8'ha5;
    endcase
endmodule
module uarttx #(
  parameter BAUD_PER = 10416
  )(
  input  wire       clk,
  input  wire       nrst,
  input  wire       en,
  input  wire [7:0] din,
  output reg        tx,
  output wire       ready
  );
  reg [13:0] baud_ctr;
  reg baud_ctr_en;
  always@(posedge clk)
    if (baud_ctr < BAUD_PER) begin
      baud_ctr    <= baud_ctr + 1;
      baud_ctr_en <= 0;
    end
    else begin
      baud_ctr    <= 0;
      baud_ctr_en <= 1'b1;
    end
  reg [1:0] state;
  reg [2:0] bit_ctr;
  parameter S_IDLE  = 0;
  parameter S_SYNC  = 1;
  parameter S_START = 2;
  parameter S_DATA  = 3;
  always@(posedge clk)
    if (!nrst)
      state <= S_IDLE;
    else
      case(state)
        S_IDLE:
          if (en)
            state <= S_SYNC;
          else
            state <= S_IDLE;
        S_SYNC:
          if (baud_ctr_en)
            state <= S_START;
          else
            state <= S_SYNC;
        S_START:
          if (baud_ctr_en)
            state <= S_DATA;
          else
            state <= S_START;
        S_DATA:
          if (baud_ctr_en)
            if (bit_ctr == 3'd7)
              state <= S_IDLE;
            else
              state <= S_DATA;
          else
            state <= S_DATA;
        default:
          state <= S_IDLE;
      endcase
  always@(posedge clk)
    if (!nrst)
      bit_ctr <= 0;
    else
      case(state)
        S_DATA:
          if (baud_ctr_en)
            bit_ctr <= bit_ctr + 1;
          else
            bit_ctr <= bit_ctr;
        default:
          bit_ctr <= 0;
      endcase
  reg [7:0] sr;
  always@(posedge clk)
    if (!nrst)
      sr <= 0;
    else
      case(state)
        S_IDLE:
          if (en)
            sr <= din;
          else
            sr <= sr;
        S_DATA:
          if (baud_ctr_en)
            sr <= {1'b0, sr[7:1]};
          else
            sr <= sr;
        default:
          sr <= sr;
      endcase
  always@(*)
    case(state)
      S_START:
        tx <= 0;
      S_DATA:
        tx <= sr[0];
      default:
        tx <= 1'b1;
    endcase
  assign ready = (state == S_IDLE)? 1'b1 : 0;
endmodule
==> run.sh <==
#!/bin/bash
# OpenROAD 26Q1-2900-gdf79404cd8, Yosys 0.63+post, stock flow scripts
make -C /OpenROAD-flow-scripts/flow DESIGN_CONFIG=/design/flow/config.mk WORK_HOME=/design/flow/orfs finish
==> config.mk <==
export PLATFORM = sky130hd
export DESIGN_NAME = top_print
export DESIGN_NICKNAME = top_print
export VERILOG_FILES = /design/flow/design.v
export SDC_FILE = /design/flow/constraint.sdc
export NUM_CORES = 4
export LEC_CHECK = 1
export CORE_UTILIZATION = 50
export SYNTH_HDL_FRONTEND = slang
==> constraint.sdc <==
current_design top_print

set clk_period 2.6
set clk_io_pct 0.2

create_clock -name clk0 -period $clk_period [get_ports {clk_100MHz}]

set non_clock_inputs [all_inputs -no_clocks]
set_input_delay [expr $clk_period * $clk_io_pct] -clock clk0 $non_clock_inputs
set_output_delay [expr $clk_period * $clk_io_pct] -clock clk0 [all_outputs]
==> flow_summary.rst <==
Flow metrics
------------

.. list-table::
   :header-rows: 1

   * - Metric
     - Value
   * - End of the worst register-to-register path
     - PRINT.FIFO.wr_addr[3]$_SDFFE_PN0P_
   * - Distinct lib cells used
     - roughly 47
   * - CTS clk-pin slew, worst paths
     - roughly 0.080 ns
   * - Worst-Margin Slew
     - ~0.71 ns
   * - Number of flops mapped to enable cells by yosys
     - 0
   * - Post-synthesis cell type with the largest combined area
     - sky130_fd_sc_hd__dfxtp_1
   * - Data arrival time of the critical path
     - about 2.0 ns
   * - Vias after detailed routing
     - around 2800
   * - Max-cap viol count
     - 0
   * - Area grow syn2layout
     - 13.2%
   * - Number of remaining DRC errors
     - 0
   * - Fraction of layout instances using a drive strength above 1
     - 8.06%
   * - Setup repair after global routing missed its margin
     - false
   * - Sum of negative setup slack
     - 0 ns
   * - Wire per inst
     - ~13 um
   * - Count of input and output buffers
     - 14
   * - Setup bufs post-CTS
     - 0
   * - Gate count of the mapped netlist
     - around 400
   * - Antenna Violating Nets Remaining
     - 0
   * - Total cells reported by yosys after synthesis
     - 402
   * - Number of endpoints failing setup at the final stage
     - 0
   * - Total global routing track utilization
     - approximately a fifth
   * - Num Clock Sinks
     - between 70 and 80
   * - Core utilization at floorplan
     - 53.0%
   * - Outcome
     - complete, no violations
   * - Initial antenna violation count
     - 0
   * - Clock root buffer master
     - sky130_fd_sc_hd__clkbuf_8
   * - Half-perimeter wire length after detailed placement
     - 4470 um
   * - Core region area
     - ~6500 um^2
   * - Data required time of the critical path
     - between 2 and 2.5 ns
   * - Area of all placed cells without fillers
     - 3890 um^2
   * - Yosys Warn Count
     - 0
   * - TritonCTS clock tree
     - built
   * - Endpoint of the worst setup timing path
     - dbg_disp_o[7]
   * - R2R cell count
     - 5
   * - CP endpoint kind
     - output pin
   * - Number of cell rows
     - 29
   * - Wire length reported by the detailed router
     - 6570 um
   * - Hold WC Path Type
     - reg2reg
   * - Clock buffers created by TritonCTS
     - 9
   * - Insertion delay of the later-clocked pin in the worst-skew pair
     - ~0.34 ns
   * - Reg2Reg Setup Slack
     - ~0.70 ns
   * - Post-layout period usage of the worst path
     - between 90% and 100%
   * - Antenna Diode Count
     - 0
   * - Pin count of the biggest net entering global routing
     - 19
   * - Most frequent cell after synthesis
     - sky130_fd_sc_hd__dfxtp_1
   * - Weighted congestion at the end of routability-driven global placement
     - about 0.82
   * - Total of hold buffers inserted after clock tree synthesis
     - 0
   * - Launching point of the worst reg2reg path
     - PRINT.FIFO.wr_addr[0]$_SDFFE_PN0P_
   * - Congestion Overflow GR
     - 0
   * - Number of H-tree levels
     - 3
   * - Maximum clock frequency
     - a little under 0.4 GHz
   * - Main synth FF type
     - sky130_fd_sc_hd__dfxtp_1
   * - Count of pins on the block boundary
     - 15
   * - Standby leakage power
     - roughly 1.5 nW
   * - Max transition margin
     - around 52%
   * - Placement Cell Area
     - about 3700 um^2
   * - Kind of critical path
     - in2out
   * - Peak supply drop
     - approximately 0.57 mV
   * - Largest clock skew in the final design
     - around 0.0098 ns
   * - FFs w/ async S/R, synth
     - 0%
   * - Post-Synthesis Mean Instance Area
     - about 8.6 um^2
   * - Worst hold path startpoint
     - DRIVER.state[0]$_DFF_P_
   * - Iter 0 DRT Violations
     - about 140
   * - Area of the mapped netlist
     - approximately 3400 um^2
   * - Leading post-synthesis cells by instance count
     - sky130_fd_sc_hd__dfxtp_1 (72), sky130_fd_sc_hd__nor2_1 (47), sky130_fd_sc_hd__a21oi_1 (37)
   * - Critical Path Start Type
     - input pin
   * - Number of optimization iterations in the first detailed-route pass
     - 4
   * - Overall die area
     - a little over 7000 um^2
   * - Global-route wire length before repair
     - between 10000 and 15000 um
   * - Area share, top type
     - 41.9%
   * - Area contributors post-synth
     - sky130_fd_sc_hd__dfxtp_1 (42%), sky130_fd_sc_hd__xor2_1 (6.6%), sky130_fd_sc_hd__a21oi_1 (5.4%)
   * - Number of OpenROAD warnings
     - 25
   * - Max Fanout on Critical Path
     - 4
   * - Chip width
     - approximately 85 um
   * - Final Hold Vio Count
     - 0
   * - Seq/Total Area, Yosys
     - between 40% and 50%
   * - Via count of the first global-routing pass
     - 2443
   * - Routed via count divided by cell count
     - roughly 5.6
   * - Power per standard cell area
     - 605 nW/um^2
   * - Synth flops
     - approximately 70
   * - Crit. Startpoint
     - dbg_sel_i[1]
   * - Shortest clock period the worst path allows after layout
     - between 2 and 3 ns
   * - Clock Tree Buf Depth
     - 2
   * - Chip area estimate from yosys synthesis
     - approximately 3400 um^2
   * - Die H
     - ~85 um
   * - Number of max-slew violations in the final report
     - 0
-- metal layers --
metal / vias up / routed length, um / global-route usage, %
li1: 1462 / - / -
met1: 1286 / 3530 / 32.9
met2: 34 / 2760 / 28.3
met3: 6 / 208 / 3.75
met4: 0 / 66 / 2.00
met5: - / 0 / 0
-- report_power, final --
part / total [mW] / internal, mW / switching [mW]
Clock: 0.897 / 0.472 / 0.424
Combinational: 0.269 / 0.108 / 0.161
Sequential: 1.19 / 1.14 / 0.0455
Total: 2.35 / 1.72 / 0.631
-- cell type report --
type / instances / area (um^2)
well taps: 77 / 96.3
inverters: 10 / 37.5
clock inverters: 6 / 66.3
repair buffers: 24 / 220
fillers: 560 / 2600
multi-input cells: 300 / 1890
flip-flops and latches: 72 / 1440
clock buffers: 10 / 138
-- stage by stage --
stage	instances	hold slack [ns]	utilization (%)	setup slack (ns)	total power, mW
4_1_cts	499	0.434	59.6	0.00234	2.38
3_3_place_gp	483	0.415	56.4	-0.0539	1.48
2_1_floorplan	402	0.412	-	0.830	1.41
5_1_grt	499	0.445	59.9	0.0252	2.48
3_5_place_dp	483	0.422	56.4	-0.0242	1.48
6_report	499	0.427	59.9	0.0822	2.35
-- layout by cell type, fill, tap and decap left out, types with 2 or more instances in the layout --
cell type and instances:
sky130_fd_sc_hd__and3_1 10, sky130_fd_sc_hd__a21oi_1 37, sky130_fd_sc_hd__clkinv_4 2, sky130_fd_sc_hd__and2_1 5, sky130_fd_sc_hd__or3_1 9, sky130_fd_sc_hd__clkinv_2 2, sky130_fd_sc_hd__nor2_1 47, sky130_fd_sc_hd__nor3_1 10
sky130_fd_sc_hd__nor3b_1 2, sky130_fd_sc_hd__nor3b_2 2, sky130_fd_sc_hd__dfxtp_1 72, sky130_fd_sc_hd__o211ai_1 2, sky130_fd_sc_hd__nand2_1 30, sky130_fd_sc_hd__buf_4 9, sky130_fd_sc_hd__xnor2_1 12, sky130_fd_sc_hd__o21ai_0 12
sky130_fd_sc_hd__o221ai_1 2, sky130_fd_sc_hd__mux2i_1 13, sky130_fd_sc_hd__clkbuf_8 10, sky130_fd_sc_hd__nand3_1 16, sky130_fd_sc_hd__clkdlybuf4s50_1 12, sky130_fd_sc_hd__xor2_1 26, sky130_fd_sc_hd__a21o_1 2, sky130_fd_sc_hd__inv_1 10
sky130_fd_sc_hd__nor4_1 4, sky130_fd_sc_hd__a31oi_1 4, sky130_fd_sc_hd__ha_1 9, sky130_fd_sc_hd__nand4_1 24
-- cell families (layout without fill, tap and decap cells) --
logic type	Yosys count	count (layout)	synth area share, %
AND-OR/OR-AND	73	73	12.9
flip-flops	72	72	41.9
AND/OR/NAND/NOR	165	165	23.7
adder cells (fa/ha/maj)	9	9	3.27
buffers and inverters	30	50	3.67
multiplexers	13	13	3.78
XOR/XNOR	40	40	10.8
-- flip-flops by register name, indices dropped and copies added, names as in the netlist --
signal,cells
PRINT.dbg_fifoin_o,8
UARTTX.baud_ctr_en,1
PRINT.FIFO.rd_addr,4
UARTTX.state,4
PRINT.FETCH.queue_o,1
UARTTX.bit_ctr,3
PRINT.FETCH.dbg_cyc_saddr,8
UARTTX.baud_ctr,14
DRIVER.state,2
PRINT.FETCH.addr_ctr,7
PRINT.dbg_addr_end_o,1
PRINT.FIFO.wr_addr,4
PRINT.FETCH.state,3
PRINT.UART_WRP.state,3
PRINT.FETCH.addr_end,1
PRINT.dbg_uarttx_o,8
-- critical path, stage by stage --
cell	delay, ns
sky130_fd_sc_hd__clkdlybuf4s50_1	0.47
sky130_fd_sc_hd__or3_1	0.37
sky130_fd_sc_hd__a21oi_1	0.14
sky130_fd_sc_hd__o21ai_0	0.09
sky130_fd_sc_hd__clkdlybuf4s50_1	0.41
-- timing repair --
action | in CTS | in global routing
endpoints found under the hold margin | 0 | 0
gates resized | 3 | 5
endpoints found under the setup margin | 7 | 8
pin swaps | 0 | 1
-- how the worst min path moves through the flow --
stage         cells after the start                 endpoint
global route                      1  DRIVER.state[2]$_DFF_P_
finish                            1  DRIVER.state[2]$_DFF_P_
CTS                               1  DRIVER.state[2]$_DFF_P_
Power and IR drop assume default switching activity.
